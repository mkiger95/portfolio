### /design/flow/design.v
module regfile(input         clk, 
               input         we3, 
               input  [4:0]  ra1, ra2, wa3, 
               input  [31:0] wd3, 
               output [31:0] rd1, rd2);
  reg [31:0] rf[31:0];
  always @(posedge clk)
    if (we3) rf[wa3] <= wd3;	
  assign rd1 = (ra1 != 0) ? rf[ra1] : 0;
  assign rd2 = (ra2 != 0) ? rf[ra2] : 0;
endmodule
module adder(input [31:0] a, b,
             output [31:0] y);
  assign y = a + b;
endmodule
module sl2(input  [31:0] a,
           output [31:0] y);
  assign y = {a[29:0], 2'b00};
endmodule
module signext(input  [15:0] a,
               output [31:0] y);
  assign y = {{16{a[15]}}, a};
endmodule
module flopr #(parameter WIDTH = 8)
              (input                  clk, reset,
               input      [WIDTH-1:0] d, 
               output reg [WIDTH-1:0] q);
  always @(posedge clk, posedge reset)
    if (reset) q <= 0;
    else       q <= d;
endmodule
module flopenr #(parameter WIDTH = 8)
                (input                  clk, reset,
                 input                  en,
                 input      [WIDTH-1:0] d, 
                 output reg [WIDTH-1:0] q);
  always @(posedge clk, posedge reset)
    if      (reset) q <= 0;
    else if (en)    q <= d;
endmodule
module preg1(input clk, enable, reset, clr, input [31:0] rd, input [31:0] pcplusF,
      output reg [31:0] instD, output reg [31:0] pcplusD);
always@(posedge clk)
if(reset | clr)
begin
  instD <= 0;
  pcplusD <= 0;
end
else if(enable)
begin
  instD <= rd;
  pcplusD <= pcplusF;
end
endmodule
module preg2(input clk, reset, clr, regwriteD, memtoregD, 
                input memwriteD,
               input [3:0] alucontrolD,
               input alusrcD, regdesD, 
               input [31:0] rd1D, rd2D, 
               input [4:0] rsD, rtD, rdD, 
               input [31:0] signimmD, 
               output reg regwriteE, memtoregE, memwriteE,
               output reg [3:0] alucontrolE,
               output reg alusrcE, regdesE,
               output reg [31:0] rd1E, rd2E,
               output reg [4:0] rsE, rtE, rdE, 
               output reg [31:0] signimmE);
always@(posedge clk)
if(reset | clr)
begin
  regwriteE <= 0;
  memtoregE <= 0;
  memwriteE <= 0;
  alucontrolE <= 0;
  alusrcE <= 0;
  regdesE <= 0;
  rd1E <= 0;
  rd2E <= 0;
  rsE <= 0;
  rtE <= 0;
  rdE <= 0;
  signimmE <= 0;
end
else 
begin
  regwriteE <= regwriteD;
  memtoregE <= memtoregD;
  memwriteE <= memwriteD;
  alucontrolE <= alucontrolD;
  alusrcE <= alusrcD;
  regdesE <= regdesD;
  rd1E <= rd1D;
  rd2E <= rd2D;
  rsE <= rsD;
  rtE <= rtD;
  rdE <= rdD;
  signimmE <= signimmD;
end
endmodule
module preg3(input clk, reset, rwE, mtrE, mwE,
          input [31:0] aluoutE, writedataE, 
          input [4:0] writeregE, 
          output reg rwM, mtrM, mwM,
          output reg [31:0] aluoutM, writedataM,
          output reg [4:0] writeregM);
always@(posedge clk, posedge reset)
if(reset)
  begin
    rwM <= 0;
    mtrM <= 0;
    mwM <= 0;
    aluoutM <= 0;
    writedataM <= 0;
   	writeregM <= 0;
  end
else
begin
  rwM <= rwE;
  mtrM <= mtrE;
  mwM <= mwE;
  aluoutM <= aluoutE;
  writedataM <= writedataE;
  writeregM <= writeregE;
end
endmodule
module preg4(input clk, reset, rwM, mtrM, 
        input [31:0] rdM, aluoutM,
        input [4:0] writeregM,
        output reg rwW, mtrW, 
        output reg [31:0] rdW, aluoutW, 
        output reg [4:0] writeregW);
always@(posedge clk, posedge reset)
if(reset)
  begin
    rwW <= 0;
  mtrW <= 0;
  rdW <= 0;
  aluoutW <= 0;
  writeregW <= 0; 
  end
else
begin
  rwW <= rwM;
  mtrW <= mtrM;
  rdW <= rdM;
  aluoutW <= aluoutM;
  writeregW <= writeregM;
end
endmodule
module mux2 #(parameter WIDTH = 8)
             (input  [WIDTH-1:0] d0, d1, 
              input              s, 
              output [WIDTH-1:0] y);
  assign y = s ? d1 : d0; 
endmodule
module upimm(input  [15:0] a,
             output [31:0] y);
  assign y = {a, 16'b0};
endmodule
module mux3 #(parameter WIDTH = 8)
             (input  [WIDTH-1:0] d0, d1, d2,
              input  [1:0]       s, 
              output [WIDTH-1:0] y);
  assign #1 y = s[1] ? d2 : (s[0] ? d1 : d0); 
endmodule
module mux4 #(parameter WIDTH = 32)
	(input[WIDTH -1:0] d0, d1, d2,d3,
	input [1:0] s,
	output [WIDTH-1:0] y);
assign #1 y = s[1] ? (s[0]?d3:d2):(s[0] ? d1:d0);
endmodule
module mux8 #(parameter WIDTH = 32)
	(input[WIDTH -1:0] d0, d1, d2, d3, d4, d5, d6, d7,
	input [2:0] s,
	output reg [WIDTH-1:0] y);
	always@(*)
	begin
   case(s)
		3'b000 :      	
			y = d0;
		3'b001 :    	
			y = d1;
		3'b010 :      	
			y = d2;
		3'b011 :    		
			y = d3;
		3'b100 :      
			y = d4;
		3'b101 :    	
			y = d5;
		3'b110 :      	
			y = d6;
		3'b111 :    	
			y = d7;
		endcase
	end
endmodule
module orin(input pcsrc, input jump, output temp);
assign temp = (pcsrc || jump);
endmodule
module comp(input [31:0] srca, srcb, output equald);
   assign equald = (srca == srcb) ? 1'b1 : 1'b0;
endmodule
### /design/flow/run.sh
#!/bin/bash
# OpenROAD 26Q1-2900-gdf79404cd8, Yosys 0.63+post, stock flow scripts
make -C /OpenROAD-flow-scripts/flow DESIGN_CONFIG=/design/flow/config.mk WORK_HOME=/design/flow/orfs finish
### /design/flow/config.mk
export PLATFORM = sky130hd
export DESIGN_NAME = mux4
export DESIGN_NICKNAME = mux4
export VERILOG_FILES = /design/flow/design.v
export SDC_FILE = /design/flow/constraint.sdc
export NUM_CORES = 4
export LEC_CHECK = 1
export CORE_AREA = 10 10 76 76
export DIE_AREA = 0 0 86 86
### /design/flow/constraint.sdc
current_design mux4

set clk_period 1.1
set clk_io_pct 0.2

create_clock -name clk0 -period $clk_period

set non_clock_inputs [all_inputs -no_clocks]
set_input_delay [expr $clk_period * $clk_io_pct] -clock clk0 $non_clock_inputs
set_output_delay [expr $clk_period * $clk_io_pct] -clock clk0 [all_outputs]
==> impl_metrics.env <==
# implementation run metrics
export IMPL_violations="setup timing"
export IMPL_fmax_mhz=715
export IMPL_seq_area_um2=0
export IMPL_cp_max_fo=5
export IMPL_antenna_found_initial=0
export IMPL_routed_wl_mm=6.12
export IMPL_fin_crit_ns=1.40
export IMPL_hold_buffers=0
export IMPL_total_power_uw=806
export IMPL_postSynthSeqShare=0
export IMPL_compound_area_frac=0
export IMPL_die_area_um2=7400
export IMPL_clkbuf_count=0
export IMPL_leakage_nw=1.17
export IMPL_crit_arrival_ns=1.18
export IMPL_warning_count=36
export IMPL_coreArea_um2=4120
export IMPL_syn_avg_cell_area_um2=20.9
export IMPL_placed_area_um2=2470
export IMPL_rows=23
export IMPL_final_cell_count_no_fill=261
export IMPL_route_detailed_drc=0
export IMPL_die_x_um=86
export IMPL_nFillCells=377
export IMPL_io_buffers=162
export IMPL_place_congestion=0.864
export IMPL_vias_per_cell=4.73
export IMPL_grt_max_degree=17
export IMPL_start_kind="input pin"
export IMPL_outcome="finished, violations left"
export IMPL_grt_overflow_total=0
export IMPL_post_synth_main_logic_family="multiplexers"
export IMPL_dp_hpwl_mm=5.28
export IMPL_worstPathCellList="buf_12, buf_16, buf_6, mux4_2, buf_2"
export IMPL_post_drt_wl_per_cell_um=23.5
export IMPL_netlist_instances=39
export IMPL_maxCapViolCount=0
export IMPL_adder_share=0
export IMPL_peakVddDrop_mv=0.151
export IMPL_first_iter_violations=33
export IMPL_grt_setup_unrepaired="true"
export IMPL_die_height_um=86
export IMPL_critical_path_max_stage_delay_ns=0.49
export IMPL_drt_pass1_iter_count=4
export IMPL_grt_pass1_vias=1483
export IMPL_crit_required_ns=0.88
export IMPL_drive_gt1_frac=0.393
export IMPL_finalHoldViolCount=0
export IMPL_final_cell_mix="dlygate4sd2_1, mux4_2, buf_2"
export IMPL_finalSetupViolCount=32
export IMPL_n_antenna_cell=0
export IMPL_power_density_nw_per_um2=336
export IMPL_synth_warning_count=0
export IMPL_max_slew_margin_rel=0.932
export IMPL_drtAntennaViolNets=0
export IMPL_routed_via_count=1234
export IMPL_end_kind="output pin"
export IMPL_synth_cell_area_um2=815
export IMPL_tns_ns=-7.79
export IMPL_grt_pass1_wl_mm=8.93
export IMPL_ioPinCount=162
export IMPL_lay_top_count="dlygate4sd2_1"
export IMPL_grt_util_all_layers=0.162
export IMPL_worst_pin_slew_ns=0.103
export IMPL_final_area_um2=2400
export IMPL_setup_worst_path_class="in2out"
export IMPL_setup_ws_ns=-0.299
export IMPL_slowest_stage="mux4_2"
export IMPL_n_sequential_cell=0
export IMPL_finalCritPeriodShare=1.27
export IMPL_dp_cells=248
export IMPL_xor_share=0
export IMPL_simple_gate_area_frac=0
export IMPL_final_max_slew_viol_count=0
export IMPL_syn_to_final_growth_pct=194
export IMPL_synth_cell_type_count=5
export IMPL_ys_sh_mux=0.894
export IMPL_yosys_cells=39
export IMPL_ys_chip_area_um2=815
export IMPL_fp_util=0.198
export IMPL_min_path_type="in2out"
[worst max-delay path, delay by kind of cell]
kind / cells / cell delay, ns
buffers and inverters: 4 / 0.46
muxes: 1 / 0.49
[final cells by class]
| type | instances | area [um2] | area share |
|---|---|---|---|
| repair buffers | 179 | 1620 | 0.673 |
| multi-input cells | 32 | 721 | 0.300 |
| well taps | 50 | 62.6 | 0.0261 |
[layer usage]
layer,track usage,vias up,part of all wire
met5,0,-,0
met4,0.00898,0,0.0056
met3,0.0772,4,0.12
met2,0.285,92,0.53
met1,0.182,586,0.34
li1,-,552,-
[path summary, 6_finish.rpt]
| kind | cells past startpoint | end | from | slack, ns |
|---|---|---|---|---|
| worst max-delay path | 5 | y[17] | s[0] | -0.30 |
| worst min-delay path | 3 | y[27] | d2[27] | 0.92 |
[synthesized netlist by cell type]
cell,count,area share
buf_6,1,0.014
mux4_1,2,0.065
mux4_2,30,0.83
buf_12,3,0.074
buf_2,3,0.018
[what timing repair did]
action | in CTS | in global routing
gates resized | 247 | 1
setup buffers | 9 | 0
cloned | 4 | 0
endpoints found under the setup margin | 32 | 32
[logic make-up (layout without fill, tap and decap cells)]
family                 after synthesis  count (layout)
muxes                               32              32
buffers and inverters                7             179
[power breakdown]
part	internal (mW)	switching, mW	total (mW)
clock network	0	0	0
registers	0	0	0
logic	0.602	0.204	0.806
total	0.602	0.204	0.806
[through the flow]
stage	utilization	hold slack (ns)	setup WS [ns]
4_1_cts	0.582	0.926	-0.306
5_1_grt	0.583	0.932	-0.337
6_report	0.583	0.922	-0.299
3_3_place_gp	0.601	1.34	-0.844
2_1_floorplan	-	0.526	-0.0316
3_5_place_dp	0.601	1.34	-0.848
